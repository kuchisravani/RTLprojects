`design/flow/design.v`:
```
module syn_fifo #(parameter DEP=4, parameter DWID=16)
  (
  input  wire           clk,
  input  wire           rst,
  input  wire           wr_i,
  input  wire           rd_i,
  input  wire[DWID-1:0] wdata,
  output wire[DWID-1:0] rdata,
  output wire           overflow_o,
  output wire           empty_o
);
  localparam PTR_WID=$clog2(DEP);
  typedef enum logic [1:0] {
    WR=2'b01, RD=2'b10, BOTH=2'b11
  } fifo_st;
  logic             rd_q;
  logic             wr_q;
  logic [DWID-1:0]  rdata_q;
  logic [PTR_WID:0] wrptr,wrptr_q;
  logic [PTR_WID:0]rdptr,rdptr_q;
  logic [DEP-1:0][DWID-1:0] fifo_mem;
  assign empty_o   =(wrptr==rdptr);
  assign overflow_o=(wrptr[PTR_WID]!=rdptr[PTR_WID]) && (wrptr[PTR_WID-1:0]==rdptr[PTR_WID-1:0]);
  assign rd_q      =rd_i && ~empty_o;         
  assign wr_q      =wr_i && ~overflow_o;      
  assign rdata     =rdata_q;
  always_ff @(posedge clk or negedge rst) begin
    if(!rst) begin
      wrptr<=0;
      rdptr<=0;
     end else begin
      wrptr<=wrptr_q;
      rdptr<=rdptr_q;
     end
  end
 always_comb begin
   wrptr_q=wrptr;
   rdptr_q=rdptr;
   rdata_q=fifo_mem[rdptr[PTR_WID-1:0]];
   case({rd_q, wr_q}) 
     WR  : wrptr_q=wrptr + {{PTR_WID{1'b0}}, 1'b1};    
     RD  : rdptr_q=rdptr + {{PTR_WID{1'b0}}, 1'b1};
     BOTH: begin 
           wrptr_q=wrptr + {{PTR_WID{1'b0}}, 1'b1}; 
           rdptr_q=rdptr + {{PTR_WID{1'b0}}, 1'b1};
           end
   endcase
 end
  always_ff @(posedge clk or negedge rst) begin
    if(!rst)
      fifo_mem<=0;         
    else if(wr_q)
      fifo_mem[wrptr[PTR_WID-1:0]]<=wdata;
  end
endmodule  
```
`design/flow/run.sh`:
```
#!/bin/bash
# OpenROAD 26Q1-2900-gdf79404cd8, Yosys 0.63+post, stock flow scripts
make -C /OpenROAD-flow-scripts/flow DESIGN_CONFIG=/design/flow/config.mk WORK_HOME=/design/flow/orfs finish
```
`design/flow/config.mk`:
```
export PLATFORM = sky130hd
export DESIGN_NAME = syn_fifo
export DESIGN_NICKNAME = syn_fifo
export VERILOG_FILES = /design/flow/design.v
export SDC_FILE = /design/flow/constraint.sdc
export NUM_CORES = 4
export LEC_CHECK = 1
export CORE_UTILIZATION = 30
```
`design/flow/constraint.sdc`:
```
current_design syn_fifo

set clk_period 5.6
set clk_io_pct 0.2

create_clock -name clk0 -period $clk_period [get_ports {clk}]

set non_clock_inputs [all_inputs -no_clocks]
set_input_delay [expr $clk_period * $clk_io_pct] -clock clk0 $non_clock_inputs
set_output_delay [expr $clk_period * $clk_io_pct] -clock clk0 [all_outputs]
```
==> ds_physical_params.txt <==
Implementation parameters

Parameter                              Value

Status
  Run status .................. finished, final reports clean

Detailed routing
  Antenna cells .................. 0
  Drt initial violations .................. 95
  Total vias in the final route .................. 2252
  Via density .................. 5.44
  Total detailed-routing wirelength .................. 8010 um
  Post-detailed-route count of antenna-violating nets .................. 0
  Remaining design rule violation count .................. 0
  Drt pass-1 iters .................. 4
  Post-detailed-route wirelength per cell .................. 19.3 um

Final layout
  Layout Area Growth over Synthesis .................. 21.7%
  Register Area .................. 0.00175 mm^2
  Fill count .................. 1017
  Utilization after layout .................. 37.8%
  Most frequent standard cell in the layout excluding fill and tap cells .................. dfrtp_1
  Fraction of final layout cells with drive strength greater than 1 .................. 20.8%
  Gate Area .................. 0.00149 mm^2
  Top cells excl fill/tap .................. dfrtp_1, a22o_1, clkdlybuf4s50_1, mux4_2, o2bb2ai_1

Clock network
  Post-CTS Hold Buffers .................. 0
  Insertion delay of the later-clocked pin in the worst-skew pair .................. 340 ps
  Number of cells upsized or downsized after cts .................. 0
  Clk sink count .................. 70
  Longest Clk Path Bufs .................. 2
  Clock root cell .................. clkbuf_8
  CTS tree .................. done
  Clock slew seen by the registers of the worst setup and hold paths .................. 80 ps
  Buffers inserted by post-CTS timing repair .................. 0
  Inserted Clock Buffers .................. 9
  Level count of the clock H-tree .................. 3

Final timing
  Tcrit/Tclk final .................. 67.6%
  Slew Viols, Final .................. 0
  Slew @ Worst Pin .................. 918 ps
  Peak clock frequency supported by timing .................. 264 MHz
  Final setup violation count .................. 0
  Post-layout min period .................. 3790 ps
  Setup slack of the critical path after layout .................. 1810 ps
  Worst max-slew margin expressed relative to the limit .................. 38.6%
  Setup repair after global routing missed its margin .................. false
  Worst Skew .................. 9.12 ps
  Final Hold Vio Count .................. 0
  Worst hold margin .................. 497 ps
  Sum of negative setup slack .................. 0 ps

Global route
  Initial antenna violation count .................. 0
  Total global routing overflow .................. 0
  Wire length of the first global-routing pass .................. 13100 um
  Maximum number of pins on one net before global-route repair .................. 56
  Overall global routing resource usage .................. 15.3%
  Number of global-route vias before repair .................. 2419

Hold path
  Type of the most critical hold path .................. reg -> reg
  Hold-critical path depth .................. 1

Yosys
  Mean cell area of the mapped netlist .................. 14.8 um^2
  Total cells reported by yosys after synthesis .................. 228
  Top cells by area in the synthesized netlist .................. dfrtp_1, a22o_1, mux4_2
  Synth Register Bits .................. 70
  Syn Inst Count .................. 228
  Mapped cell area .................. 0.00338 mm^2
  Synth top area share .................. 51.8%
  YS warnings .................. 1
  Count of library flops with an enable pin .................. 0
  Proportion of register bits with asynchronous set or reset after synthesis .................. 100%
  Post-synthesis cell type count .................. 37
  Top_reg_cell synth .................. dfrtp_1
  Yosys-reported design area after synthesis .................. 0.00338 mm^2
  Sequential cell area fraction in the yosys report .................. 51.8%
  Dominant cell type by area after synthesis .................. dfrtp_1

Worst setup path
  Required time of the critical path .................. 4480 ps
  Count of cells along the worst register-to-register path .................. 6
  Worst Path Arrival .................. 2670 ps
  Cell occurring most often along the worst timing path .................. buf_4
  Nature of the critical path startpoint .................. flip-flop
  Kind of critical path .................. reg -> out
  Worst stage delay on the critical path .................. 730 ps
  Slowest stage cell, crit path .................. dfrtp_1
  CP max FO .................. 17
  Critical path endpoint category .................. output port
  Cell chain of the critical path .................. buf_4 -> xor2_4 -> nor3_2 -> buf_4 -> clkdlybuf4s50_1

Place
  RePlAce Congestion .................. 0.787
  Detailed placer's ending HPWL .................. 5040 um
  Worst slack after detailed placement .................. 2110 ps
  Count of port buffers added during placement .................. 37

Pwr
  Standby leakage power .................. 1.71 nW
  Pwr Density .................. 608 mW/mm^2
  Worst supply voltage drop on vdd .................. 0.232 mV

Floorplanning
  Full die area .................. 0.0117 mm^2
  Vertical die dimension .................. 108 um
  Top-Level Pins .................. 38
  Number of rows in the core area .................. 38
  Core Density at Floorplan .................. 31.0%
  Die width .................. 108 um
  Total core area .................. 0.0109 mm^2

Job
  Number of max-cap violations .................. 0
  OpenROAD warnings .................. 29
[area by class of cell]
class	count	area share, %
Tap cell	140	4.26
Clock buffer	11	3.68
Timing Repair Buffer	48	10.9
Inverter	3	0.274
Sequential cell	70	42.6
Clock inverter	5	1.98
Multi-Input combinational cell	137	36.3
[critical path, delay by kind of cell, from the launching register on]
kind | cells | cell delay [ps]
DFF | 1 | 730
and+or+nand+nor | 1 | 230
buffers and inverters | 3 | 1160
xor gates and xnor gates | 1 | 190
[state kept, by name, summed over array words and instances, names as in the netlist]
name      cells
rdptr         3
fifo_mem     64
wrptr         3
[cells in the mapped netlist (all sizes together), types with 3 or more instances]
master,n
dfrtp,70
a22o,48
mux4,16
o2bb2ai,16
buf,15
nand3,15
ha,6
xnor2,6
o311ai,5
a311oi,3
clkbuf,3
inv,3
o31ai,3
xor2,3
[path summary, 6_finish.rpt]
| path | from | end | slack, ps |
|---|---|---|---|
| min in group asynchronous | rst | fifo_mem[26] | 680 |
| worst max register to register | wrptr[0] | fifo_mem[44] | 2820 |
| max in group asynchronous | rst | rdptr[1] | 3880 |
| worst min-delay path | fifo_mem[12] | fifo_mem[12] | 500 |
| worst min register to register | fifo_mem[12] | fifo_mem[12] | 500 |
| worst max-delay path | rdptr[0] | overflow_o | 1810 |
[logic make-up (layout without fill, tap and decap cells)]
group	after synthesis	count (layout)	share of synthesized area, %
AOI/OAI and AO/OA	79	79	22.7
muxes	18	18	11.3
buffers and inverters	21	67	4.00
DFF	70	70	51.8
and+or+nand+nor	25	25	4.55
xor gates and xnor gates	9	9	3.33
adders and majority gates	6	6	2.22
[through the flow]
step / cells / area, um^2 / total power [mW]
final: 414 / 4110 / 2.50
after detailed placement: 398 / 3880 / 2.04
after floorplan: 228 / 3380 / 1.64
after global routing: 414 / 4110 / 2.66
after global placement: 398 / 3880 / 2.03
after CTS: 414 / 4110 / 2.53
[power by group]
group	internal, mW	leakage [nW]	switching, mW
clock network	0.275	0.116	0.195
registers	0.701	0.914	0.154
logic	0.615	0.682	0.559
[metal layers]
| layer | track usage [%] | routed length (um) | share of wire, % |
|---|---|---|---|
| met1 | 23.3 | 3710 | 46 |
| met2 | 22.2 | 3610 | 45 |
| met4 | 1.47 | 66 | 0.82 |
| met3 | 5.89 | 617 | 7.7 |
| met5 | 0 | 0 | 0 |
Power figures rest on the tool's default switching activity, not on a simulated workload.
